## flow/design.v

```verilog
    module apb_master(
    input wire clk,
    input wire resetn,
    output wire [31:0] paddr,
    output wire psel,
    output wire penable,
    output wire pwrite,
    output wire [31:0] pwdata,
    input wire [31:0] prdata,
    input wire pready,
    input wire req_valid,
    output wire req_ready,
    input wire [31:0] req_addr,
    input wire [31:0] req_wdata,
    input wire req_write,
    output wire [31:0] resp_rdata,
    output wire resp_done
);
    reg [31:0] addr_reg, wdata_reg;
    reg write_reg;
    reg [31:0] resp_rdata_reg1, resp_rdata_reg2;
    reg resp_done_reg1, resp_done_reg2;
    localparam IDLE    = 3'b001;
    localparam SETUP   = 3'b010;
    localparam ACCESS  = 3'b100;
    (* FSM_ENCODING = "ONE_HOT" *) reg [2:0] state, next_state;
    always @(posedge clk) begin
        if (!resetn) begin
            state <= IDLE;
            addr_reg <= 32'h0;
            wdata_reg <= 32'h0;
            write_reg <= 1'b0;
        end else begin
            state <= next_state;
            if(state == IDLE && req_valid && req_ready) begin
                addr_reg <= req_addr;
                wdata_reg <= req_wdata;
                write_reg <= req_write;
            end
        end
    end
    always @(posedge clk) begin
        if (!resetn) begin
            resp_rdata_reg1 <= 32'h0;
            resp_done_reg1 <= 1'b0;
            resp_rdata_reg2 <= 32'h0;
            resp_done_reg2 <= 1'b0;
        end else begin
            resp_rdata_reg1 <= prdata;
            resp_done_reg1 <= (state == ACCESS && pready);
            resp_rdata_reg2 <= resp_rdata_reg1;
            resp_done_reg2 <= resp_done_reg1;
        end
    end
    always @(*) begin
        next_state = state;
        case(state)
            IDLE:   if(req_valid && req_ready) next_state = SETUP;
            SETUP:  next_state = ACCESS;
            ACCESS: if(pready) next_state = IDLE;
            default: next_state = IDLE;
        endcase
    end
    assign req_ready  = (state == IDLE);
    assign paddr      = addr_reg;
    assign pwdata     = wdata_reg;
    assign pwrite     = write_reg;
    assign psel       = (state != IDLE);
    assign penable    = (state == ACCESS);
    assign resp_rdata = resp_rdata_reg2;
    assign resp_done  = resp_done_reg2;
endmodule
module axi_apb_bridge_core (
    input  wire          clk,
    input  wire          resetn,
    input  wire [31:0] s_axi_awaddr,
    input  wire        s_axi_awvalid,
    output wire        s_axi_awready,
    input  wire [31:0] s_axi_wdata,
    input  wire [3:0]  s_axi_wstrb,
    input  wire        s_axi_wvalid,
    output wire        s_axi_wready,
    output wire [1:0]  s_axi_bresp,
    output wire        s_axi_bvalid,
    input  wire        s_axi_bready,
    input  wire [31:0] s_axi_araddr,
    input  wire        s_axi_arvalid,
    output wire        s_axi_arready,
    output wire [31:0] s_axi_rdata,
    output wire [1:0]  s_axi_rresp,
    output wire        s_axi_rvalid,
    input  wire        s_axi_rready,
    output wire [31:0] apb_paddr,
    output wire        apb_psel,
    output wire        apb_penable,
    output wire        apb_pwrite,
    output wire [31:0] apb_pwdata,
    input  wire [31:0] apb_prdata,
    input  wire        apb_pready
);
    wire          req_valid;
    wire          req_ready;
    wire [31:0] req_addr;
    wire [31:0] req_wdata;
    wire          req_write;
    wire [31:0] resp_rdata;
    wire          resp_done;
    axi_to_req_converter u_axi_to_req (
        .clk(clk),
        .resetn(resetn),
        .s_axi_awaddr(s_axi_awaddr),
        .s_axi_awvalid(s_axi_awvalid),
        .s_axi_awready(s_axi_awready),
        .s_axi_wdata(s_axi_wdata),
        .s_axi_wstrb(s_axi_wstrb),
        .s_axi_wvalid(s_axi_wvalid),
        .s_axi_wready(s_axi_wready),
        .s_axi_bresp(s_axi_bresp),
        .s_axi_bvalid(s_axi_bvalid),
        .s_axi_bready(s_axi_bready),
        .s_axi_araddr(s_axi_araddr),
        .s_axi_arvalid(s_axi_arvalid),
        .s_axi_arready(s_axi_arready),
        .s_axi_rdata(s_axi_rdata),
        .s_axi_rresp(s_axi_rresp),
        .s_axi_rvalid(s_axi_rvalid),
        .s_axi_rready(s_axi_rready),
        .req_valid(req_valid),
        .req_ready(req_ready),
        .req_addr(req_addr),
        .req_wdata(req_wdata),
        .req_write(req_write),
        .resp_rdata(resp_rdata),
        .resp_done(resp_done)
    );
    apb_master u_apb_master (
        .clk(clk),
        .resetn(resetn),
        .req_valid(req_valid),
        .req_ready(req_ready),
        .req_addr(req_addr),
        .req_wdata(req_wdata),
        .req_write(req_write),
        .resp_rdata(resp_rdata),
        .resp_done(resp_done),
        .paddr(apb_paddr),
        .psel(apb_psel),
        .penable(apb_penable),
        .pwrite(apb_pwrite),
        .pwdata(apb_pwdata),
        .prdata(apb_prdata),
        .pready(apb_pready)
    );
endmodule
module axi_to_req_converter (
    input  wire          clk,
    input  wire          resetn,
    input  wire [31:0] s_axi_awaddr,
    input  wire        s_axi_awvalid,
    output reg          s_axi_awready,
    input  wire [31:0] s_axi_wdata,
    input  wire [3:0]  s_axi_wstrb,
    input  wire        s_axi_wvalid,
    output reg          s_axi_wready,
    output reg  [1:0]  s_axi_bresp,
    output reg          s_axi_bvalid,
    input  wire        s_axi_bready,
    input  wire [31:0] s_axi_araddr,
    input  wire        s_axi_arvalid,
    output reg          s_axi_arready,
    output reg [31:0]  s_axi_rdata,
    output reg [1:0]   s_axi_rresp,
    output reg          s_axi_rvalid,
    input  wire        s_axi_rready,
    output reg          req_valid,
    input  wire          req_ready,
    output reg [31:0]  req_addr,
    output reg [31:0]  req_wdata,
    output reg          req_write,
    input  wire [31:0] resp_rdata,
    input  wire          resp_done
);
    localparam IDLE         = 7'b0000001;
    localparam WRITE_REQ    = 7'b0000010;
    localparam WRITE_WAIT   = 7'b0000100;
    localparam WRITE_RESP   = 7'b0001000;
    localparam READ_REQ     = 7'b0010000;
    localparam READ_WAIT    = 7'b0100000;
    localparam READ_RESP    = 7'b1000000;
    (* FSM_ENCODING = "ONE_HOT" *) reg [6:0] state, next_state;
    reg        do_aw_ready, do_w_ready, do_ar_ready;
    reg        do_req_valid, do_b_valid, do_r_valid;
    reg [31:0] stored_addr, stored_wdata, stored_rdata;
    reg        stored_write;
    reg [31:0] resp_rdata_reg;
    reg        resp_done_reg;
    always @(posedge clk) begin
        if (!resetn) begin
            resp_rdata_reg <= 32'h0;
            resp_done_reg <= 1'b0;
        end else begin
            resp_rdata_reg <= resp_rdata;
            resp_done_reg <= resp_done;
        end
    end
    always @(posedge clk or negedge resetn) begin
        if (!resetn) begin
            state <= IDLE;
        end else begin
            state <= next_state;
        end
    end
    always @(posedge clk or negedge resetn) begin
        if (!resetn) begin
            do_aw_ready <= 1'b0;
            do_w_ready <= 1'b0;
            do_ar_ready <= 1'b0;
            do_req_valid <= 1'b0;
            do_b_valid <= 1'b0;
            do_r_valid <= 1'b0;
            stored_addr <= 32'h0;
            stored_wdata <= 32'h0;
            stored_rdata <= 32'h0;
            stored_write <= 1'b0;
        end else begin
            do_aw_ready <= 1'b0;
            do_w_ready <= 1'b0;
            do_ar_ready <= 1'b0;
            case (state)
                IDLE: begin
                    do_req_valid <= 1'b0;
                    if (s_axi_awvalid && s_axi_wvalid) begin
                        do_aw_ready <= 1'b1;
                        do_w_ready <= 1'b1;
                        stored_addr <= s_axi_awaddr;
                        stored_wdata <= s_axi_wdata;
                        stored_write <= 1'b1;
                    end else if (s_axi_arvalid) begin
                        do_ar_ready <= 1'b1;
                        stored_addr <= s_axi_araddr;
                        stored_write <= 1'b0;
                    end
                end
                WRITE_REQ, READ_REQ: begin
                    do_req_valid <= 1'b1;
                end
                WRITE_WAIT: begin
                    do_req_valid <= 1'b0;
                    if (resp_done_reg) begin
                        do_b_valid <= 1'b1;
                    end
                end
                WRITE_RESP: begin
                    if (s_axi_bready) begin
                        do_b_valid <= 1'b0;
                    end
                end
                READ_WAIT: begin
                    do_req_valid <= 1'b0;
                    if (resp_done_reg) begin
                        do_r_valid <= 1'b1;
                        stored_rdata <= resp_rdata_reg;
                    end
                end
                READ_RESP: begin
                    if (s_axi_rready) begin
                        do_r_valid <= 1'b0;
                    end
                end
                default: begin
                    do_req_valid <= 1'b0;
                    do_b_valid <= 1'b0;
                    do_r_valid <= 1'b0;
                end
            endcase
        end
    end
    always @(posedge clk or negedge resetn) begin
        if (!resetn) begin
            s_axi_awready <= 1'b0;
            s_axi_wready <= 1'b0;
            s_axi_arready <= 1'b0;
            s_axi_bresp <= 2'b00;
            s_axi_bvalid <= 1'b0;
            s_axi_rdata <= 32'h0;
            s_axi_rresp <= 2'b00;
            s_axi_rvalid <= 1'b0;
            req_valid <= 1'b0;
            req_addr <= 32'h0;
            req_wdata <= 32'h0;
            req_write <= 1'b0;
        end else begin
            s_axi_awready <= do_aw_ready;
            s_axi_wready <= do_w_ready;
            s_axi_arready <= do_ar_ready;
            req_valid <= do_req_valid;
            s_axi_bvalid <= do_b_valid;
            s_axi_rvalid <= do_r_valid;
            req_addr <= stored_addr;
            req_wdata <= stored_wdata;
            req_write <= stored_write;
            s_axi_rdata <= stored_rdata;
            s_axi_bresp <= 2'b00;
            s_axi_rresp <= 2'b00;
        end
    end
    always @(*) begin
        next_state = state;
        case (state)
            IDLE: begin
                if (s_axi_awvalid && s_axi_wvalid) begin
                    next_state = WRITE_REQ;
                end else if (s_axi_arvalid) begin
                    next_state = READ_REQ;
                end
            end
            WRITE_REQ: begin
                if (req_ready) begin
                    next_state = WRITE_WAIT;
                end
            end
            WRITE_WAIT: begin
                if (resp_done_reg) begin
                    next_state = WRITE_RESP;
                end
            end
            WRITE_RESP: begin
                if (s_axi_bready) begin
                    next_state = IDLE;
                end
            end
            READ_REQ: begin
                if (req_ready) begin
                    next_state = READ_WAIT;
                end
            end
            READ_WAIT: begin
                if (resp_done_reg) begin
                    next_state = READ_RESP;
                end
            end
            READ_RESP: begin
                if (s_axi_rready) begin
                    next_state = IDLE;
                end
            end
            default: next_state = IDLE;
        endcase
    end
endmodule
```

## flow/constraint.sdc

```tcl
current_design axi_apb_bridge_core

set clk_period 4.6
set clk_io_pct 0.2

create_clock -name clk0 -period $clk_period [get_ports {clk}]

set non_clock_inputs [all_inputs -no_clocks]
set_input_delay [expr $clk_period * $clk_io_pct] -clock clk0 $non_clock_inputs
set_output_delay [expr $clk_period * $clk_io_pct] -clock clk0 [all_outputs]
```

## flow/config.mk

```make
export PLATFORM = sky130hd
export DESIGN_NAME = axi_apb_bridge_core
export DESIGN_NICKNAME = axi_apb_bridge_core
export VERILOG_FILES = /design/flow/design.v
export SDC_FILE = /design/flow/constraint.sdc
export NUM_CORES = 4
export LEC_CHECK = 1
export CORE_UTILIZATION = 30
```

## flow/run.sh

```bash
#!/bin/bash
# OpenROAD 26Q1-2900-gdf79404cd8, Yosys 0.63+post, stock flow scripts
make -C /OpenROAD-flow-scripts/flow DESIGN_CONFIG=/design/flow/config.mk WORK_HOME=/design/flow/orfs finish
```

==> impl_metrics.json <==
{
  "power.total_mw": 7.240,
  "critical_path.max_fanout": 34,
  "wire_per_inst_um": 13.35,
  "clock_tree_from_tritoncts": "done",
  "avgSynthCellArea_sq_um": 13.71,
  "placedInstanceArea_sq_um": 15190,
  "total_detailed_routing_wirelength_mm": 22.69,
  "fmaxAchievable_ghz": 0.3776,
  "post_synth_ao_oa_area_fraction": 0.04446,
  "critical_path_class": "in2reg",
  "netlist_top_cells_area": "dfrtp_1 (43%), dfxtp_1 (27%), mux2_2 (9.2%)",
  "cts_hold_buffers": 0,
  "worst_hold_slack_ps": 329.2,
  "cts.htree.levels": 2,
  "drive_above_1_share": 0.1765,
  "synth_chip_area_sq_um": 12300,
  "cp-start-kind": "input port",
  "count_of_mapped_cells_out_of_synthesis": 897,
  "placed_cells": 1624,
  "yosys_cell_types": 30,
  "post-route-cell-area_sq_um": 16500,
  "core_sq_um": 40100,
  "horizontal_die_size_um": 204.5,
  "boundaryPins": 248,
  "ys_warn_count": 2,
  "timing.final.crit_share": 0.5757,
  "port_buffer_cells": 239,
  "worst_ir_drop_vdd_mv": 0.1725,
  "worst_ep_arrival_time_ps": 3070,
  "synth_top_cell_by_area": "dfrtp_1",
  "synth_flops": 378,
  "timing_hold_violations_final": 0,
  "grt_setup_unrepaired": "no",
  "floorplan.die.height_um": 204.5,
  "hold_class": "in2async",
  "grt-ovfl-total": 0,
  "post_drt_via_cell_ratio": 4.085,
  "antenna_violations_before_repair": 2,
  "drt_first_pass_iters": 6,
  "xor_and_xnor_area_share_after_synthesis": 0,
  "clock_latency_ps": 540,
  "layout_setup_ws_ps": 1952,
  "finalWorstPathRequiredPeriod_ps": 2648,
  "cts-root-to-sink-buffers": 3,
  "log.warning_count": 33,
  "fp-row-count": 73,
  "grt_pass1_wl_mm": 36.36,
  "clockRootBuffer": "clkbuf_16",
  "total_setup_violations_reported_at_the_end_of_the_flow": 0,
  "run_status": "finished clean",
  "power_density_nw_per_um2": 438.7,
  "route.detailed.drc": 0,
  "required_ps": 5020,
  "final_slew_violations": 0,
  "fin_setup_tns_ps": 0,
  "syn_to_final_growth_pct": 34.19,
  "slew_headroom": 0.4635,
  "cts-buffers-inserted": 40,
  "yosysTopAreaCellShare": 0.4273,
  "netlist_logic_family_top": "multiplexers",
  "timing.critical_path.to_type": "flop",
  "initCoreUtil": 0.3067,
  "via_count": 6940,
  "final_core_utilization": 0.4116,
  "synth_seq_share": 0.7013,
  "routabilityCongestion": 0.7442,
  "synth.yosys.num_cells": 897,
  "post_layout_nonfiller_instances": 1699,
  "cts_setup_buffers": 0,
  "timing.rr.end": "u_apb_master.wdata_reg[11]",
  "first_global_vias": 6794,
  "leakage_nw": 7.013,
  "cts_repair_resize_count": 0,
  "grt_max_degree": 114,
  "reg2reg_from": "u_apb_master.state[0]",
  "drt_first_iter_violations": 243,
  "ys_sh_simple": 0.1028,
  "overall_global_routing_resource_usage": 0.1141,
  "timing.max_cap.violations": 0,
  "r2r_slack_ps": 2680,
  "synth_area_sq_um": 12300,
  "muxShareOfSynthArea": 0.1282,
  "antenna_violating_nets_post_route": 0,
  "synthAdderAreaFrac": 0,
  "worst-slew-pin-transition_ps": 801.6,
  "clock_sinks": 378,
  "die_area_sq_um": 41810,
  "cts_clock_pin_slew_for_the_worst_setup_and_hold_paths_ps": 60,
  "dpl_worst_slack_ps": 1350,
  "hpwl_mm": 14.58,
  "r2r.worst_path.cells": 4,
  "clock_skew_ps": 13.58
}
==> where the power goes <==
group / leakage [nW] / switching [mW] / internal (mW)
Combinational: 2.28 / 0.120 / 0.266
Sequential: 4.10 / 0.0956 / 3.59
Clock: 0.631 / 1.26 / 1.90
Total: 7.01 / 1.48 / 5.76
==> per-layer routing <==
metal | global-route usage | vias to the layer above | part of all wire | routed length, um
met4 | 0.02932 | 2 | 0.026 | 600
met1 | 0.1610 | 3306 | 0.44 | 9900
met2 | 0.1700 | 172 | 0.46 | 10340
met3 | 0.04284 | 48 | 0.081 | 1833
li1 | - | 3412 | - | -
met5 | 0 | - | 0.00057 | 13
==> worst max-delay path, stage by stage <==
cell and delay [ps]:
clkdlybuf4s50_1 420, and2_4 350, o21ai_4 710, buf_4 320
mux2_2 340
==> cells by family after synthesis <==
group | Yosys count
multiplexers | 130
other | 1
buffers and inverters | 53
AND/OR/NAND/NOR | 261
AND-OR/OR-AND | 74
flip-flops | 378
==> final cells by class <==
cell class                      count  area [sq um]
Inverter                            3         11.26
Antenna cell                        1         2.502
Clock buffer                       60          1147
Fill cell                        3644         23590
Clock inverter                     14         162.7
Sequential cell                   378          8625
Multi-Input combinational cell    469          3413
Tap cell                          525         656.9
Timing Repair Buffer              249          2485
==> cells in the mapped netlist <==
master      n
a21boi_0   65
a21o_1      1
a21oi_1     1
a22oi_1     1
and2_1     99
and2_4      1
and3_1      3
buf_2      10
buf_4      11
buf_6       4
clkbuf_1   25
conb_1      1
dfrtp_1   210
dfstp_2     1
dfxtp_1   167
inv_1       3
mux2_2    100
mux2_4     30
nand2_1   143
nand2_2     1
nand2b_1    4
nand4_1     2
nor2_1      5
nor2b_1     1
nor3_1      1
o211ai_1    1
o21a_1      1
o21ai_0     3
o21ai_2     1
or2_2       1
==> layout by cell type (no fill, tap or decap), types with 2 or more instances in the layout <==
| master | Yosys | layout |
|---|---|---|
| a21boi_0 | 65 | 65 |
| mux2_2 | 100 | 100 |
| inv_1 | 3 | 3 |
| conb_1 | 1 | 4 |
| clkbuf_16 | 0 | 41 |
| nand2b_1 | 4 | 4 |
| mux2_4 | 30 | 30 |
| dfrtp_1 | 210 | 210 |
| and3_1 | 3 | 3 |
| bufinv_16 | 0 | 3 |
| clkdlybuf4s50_1 | 0 | 238 |
| dfxtp_1 | 167 | 167 |
| nand2_1 | 143 | 142 |
| buf_4 | 11 | 9 |
| inv_6 | 0 | 2 |
| clkbuf_1 | 25 | 14 |
| and2_1 | 99 | 98 |
| nand4_1 | 2 | 2 |
| nor2_1 | 5 | 5 |
| clkbuf_8 | 0 | 5 |
| nand2_2 | 1 | 2 |
| o21ai_0 | 3 | 3 |
| clkinv_2 | 0 | 4 |
| clkinvlp_4 | 0 | 3 |
==> worst max path at each step <==
stage	from	to	slack [ps]	depth (start not counted)
final	s_axi_awvalid	u_axi_to_req.stored_addr[7]	1950	5
after global routing	s_axi_awvalid	u_axi_to_req.stored_addr[7]	1850	5
after CTS	s_axi_awvalid	u_axi_to_req.stored_addr[26]	1940	5
No activity file was given, so power comes from the tool's default toggle rates.
